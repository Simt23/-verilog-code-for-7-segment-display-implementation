### flow/design.v
module lcd2(input Clock, reset, output reg [6:0] seg, output reg [7:0] Anode 
    );
	 reg [3:0] Cnt,Tens,Ones;
	 reg [27:0] count1;
	 reg [27:0] count2;
	 reg count;
	 reg Clock_out;
	 reg Clock_100;
	integer a; 
	always @(posedge Clock or posedge reset)
begin
    if(reset) begin
        count1 <= 0;
        Clock_out <= 0;
    end else if (count1 == 27'd50000000) begin 
        count1 <= 0;
        Clock_out <= ~Clock_out;
    end else 
	 begin
        count1 <= count1 + 1'b1;    
    end 
end
always @(posedge Clock or posedge reset)
begin
    if(reset) begin
        count2 <= 0;
        Clock_100 <= 0;
    end else if (count2 == 27'd500000) begin 
        count2 <= 0;
        Clock_100 <= ~Clock_100;
    end else 
	 begin
        count2 <= count2 + 1'b1;    
    end 
end
	always @(posedge Clock_out or posedge reset)
	begin
	if(reset)begin
	count <= 1'b0;
	Cnt <= 4'b0000;
	end
	else begin
	Cnt <= Cnt + 1;
	count <= count + 1;
	end
	end	
always @(Cnt)
   begin
	Tens = 4'd0;
	Ones = 4'd0;
		for(a=3; a>=0; a=a-1) begin
			if (Tens >= 5)	Tens = Tens +3;
			if(Ones >= 5)	Ones = Ones + 3;
			Tens = Tens<< 1;
			Tens[0]= Ones[3];
			Ones = Ones <<1;
			Ones[0] = Cnt[a];
		end
end
always @(Clock_100)begin	
	if (reset)
	Anode <= 8'b11111111;
	else begin
		  if (Clock_100 == 1'b0)begin
		  Anode <= 8'b11111110;
		  case (Ones) 
            0 : seg = 7'b0000001;
            1 : seg = 7'b1001111;
            2 : seg = 7'b0010010;
            3 : seg = 7'b0000110;
            4 : seg = 7'b1001100;
            5 : seg = 7'b0100100;
            6 : seg = 7'b0100000;
            7 : seg = 7'b0001111;
            8 : seg = 7'b0000000;
            9 : seg = 7'b0000100;
            default : seg = 7'b1111111; 
        endcase
			end
			else begin
			Anode <= 8'b11111101;
		  case (Tens) 
            0 : seg = 7'b0000001;
            1 : seg = 7'b1001111;
            2 : seg = 7'b0010010;
            3 : seg = 7'b0000110;
            4 : seg = 7'b1001100;
            5 : seg = 7'b0100100;
            6 : seg = 7'b0100000;
            7 : seg = 7'b0001111;
            8 : seg = 7'b0000000;
            9 : seg = 7'b0000100;
            default : seg = 7'b1111111; 
        endcase
			end
		end
end
endmodule
### flow/run.sh
#!/bin/bash
# OpenROAD 26Q1-2900-gdf79404cd8, Yosys 0.63+post, stock flow scripts
make -C /OpenROAD-flow-scripts/flow DESIGN_CONFIG=/design/flow/config.mk WORK_HOME=/design/flow/orfs finish
### flow/config.mk
export PLATFORM = sky130hd
export DESIGN_NAME = lcd2
export DESIGN_NICKNAME = lcd2
export VERILOG_FILES = /design/flow/design.v
export SDC_FILE = /design/flow/constraint.sdc
export NUM_CORES = 4
export LEC_CHECK = 1
export CORE_UTILIZATION = 40
### flow/constraint.sdc
current_design lcd2

set clk_period 6.0
set clk_io_pct 0.2

create_clock -name clk0 -period $clk_period [get_ports {Clock}]

set non_clock_inputs [all_inputs -no_clocks]
set_input_delay [expr $clk_period * $clk_io_pct] -clock clk0 $non_clock_inputs
set_output_delay [expr $clk_period * $clk_io_pct] -clock clk0 [all_outputs]
==> deck_impl_summary.md <==
Physical Implementation Snapshot

Layout
  – Area growth, synth to finish: 12.3%
  – # fillers: 757
  – Commonest Layout Cell: dfrtp_1
  – Logic area: roughly 0.0016 mm2
  – Most frequent cells in the layout: 62 x dfrtp_1, 34 x nor2_1, 30 x nand2_1, 29 x xnor2_1, 21 x nand3_1
  – Finished Cell Area: ~0.0038 mm2
  – Layout cell share with drive strength beyond 1: 0.0795
  – FF+latch area: 0.00166 mm2

Place
  – Placed Instance Area: approximately 0.0036 mm2
  – Detailed Place HPWL: 4.01 mm
  – I/O Buffers: 10
  – Global placement routability congestion: 0.862

Setup path
  – Worst path bufs/invs: 3
  – Most frequent CP cell: clkdlybuf4s50_1
  – Max stage delay on crit path: 610 ps
  – Crit path DRT: ~4800 ps
  – R2R setup slack: 3950 ps
  – Setup crit start kind: input port
  – CP max FO: 20
  – Slowest cell on crit path: clkdlybuf4s50_1
  – Worst path cell trace: clkdlybuf4s50_1, inv_2, nand2_1, clkdlybuf4s50_1
  – Crit. End Element: output port
  – Data arrival time of the critical path: 2610 ps
  – Kind of critical path: in2out
  – Family with the most delay on the worst path: buffers and inverters

Die
  – Cell Rows: 33
  – Core ar.: 0.00826 mm2
  – Die extent in y: 94.4 um
  – Initial Util: 0.413
  – Chip Area: roughly 0.0089 mm2
  – I/O pin cnt: 17
  – Die W: 94.4 um

Yosys
  – Registers, synthesis: 69
  – Yosys warnings: 1
  – Syn Inst Count: 345
  – Yosys chip area: 0.00341 mm2
  – Synth cell types: 41
  – Avg Cell Area, Syn: 9.90 um2
  – Cell Area, Synth: 0.00341 mm2
  – Yosys cell count: around 350

Global route
  – Pin count of the biggest net entering global routing: roughly 45
  – Global-route wire length before repair: 10.4 mm
  – Initial antenna violation count: 0
  – Number of global-route vias before repair: 2266
  – GRT Util Overall: 0.150
  – Total congestion overflow: 0

Power and ir drop
  – P_leak: 1.74 nW
  – Worst-case vdd ir drop: 0.115 mV
  – Pwr dens: 210 mW/mm2

Routing
  – DR vias: 2423
  – Drt total wl: 5.75 mm
  – Ant diodes: 0
  – Post-route ant nets: 0
  – Drt initial violations: 134
  – Average wire per standard cell: around 12 um
  – DRC: 0
  – DR vias/cell: between 5 and 6
  – DR pass1 iterations: 4

STA
  – Clock period minus worst slack: 3810 ps
  – Unrepaired setup endpoints after global routing: false
  – Register pins left without a clock: 11
  – Slew margin rel.: 0.565
  – Worst clock skew: ~7.3 ps
  – Cycle use final: 0.636
  – Endpoints left unconstrained: 18
  – Final setup vio count: 0
  – Post-route setup TNS: 0 ps
  – Endpoints failing hold: 0
  – Worst-margin pin slew: approximately 650 ps
  – Max-slew violation count: 0
  – WHS: 472 ps
  – F_max: 0.262 GHz

Outcome
  – Outcome: complete, no violations

Hold path
  – Worst min-delay path class: reg2reg

Clock tree
  – Clock buffer depth: 2
  – Cts-stage hold buffer count: 0
  – TritonCTS buffer count: 9
  – Clk root buf: clkbuf_8
  – H-tree depth: 3
  – CTS tree: yes
  – Clk ins delay skew pair: 330 ps
  – Post-CTS setup buffer count: 0
  – Clk pin slew, worst setup/hold paths: 70 ps
  – Post-cts repair resize count: 0

Job
  – Max-cap viol count: 0
  – Tool warnings: 30
[cell usage after synthesis]
master | n | area, um2
dfrtp_1 | 62 | 1550
nor2_1 | 34 | 128
nand2_1 | 30 | 113
xnor2_1 | 29 | 254
nand3_1 | 21 | 105
nand4_1 | 20 | 125
xor2_1 | 20 | 175
inv_1 | 15 | 56.3
nor3_1 | 12 | 60.1
ha_1 | 11 | 138
a21oi_1 | 10 | 50.1
dlxtn_1 | 7 | 105
and4_1 | 6 | 52.6
buf_4 | 6 | 45.0
o21ai_0 | 6 | 30.0
nand3b_1 | 5 | 37.5
nor4_1 | 5 | 31.3
clkbuf_1 | 4 | 15.0
nor4b_1 | 4 | 35.0
and3_1 | 3 | 18.8
buf_2 | 3 | 15.0
nor2b_1 | 3 | 18.8
o31ai_1 | 3 | 22.5
or3_1 | 3 | 18.8
and2_1 | 2 | 12.5
clkbuf_2 | 2 | 10.0
nand4_2 | 2 | 25.0
nor4_4 | 2 | 42.5
o22ai_1 | 2 | 12.5
or2_2 | 2 | 12.5
a21o_1 | 1 | 7.51
a22oi_1 | 1 | 7.51
a31oi_1 | 1 | 6.26
a32oi_1 | 1 | 8.76
conb_1 | 1 | 3.75
mux2_2 | 1 | 11.3
mux2i_1 | 1 | 10.0
nand2b_1 | 1 | 6.26
nand4_4 | 1 | 21.3
o211ai_1 | 1 | 7.51
o31a_1 | 1 | 8.76
[metal layers]
metal / vias to the layer above / routed length, um / GRT usage / share of wire
li1: 1225 / - / - / -
met1: 1152 / 2980 / 0.249 / 0.52
met2: 44 / 2520 / 0.219 / 0.44
met3: 2 / 213 / 0.0294 / 0.037
met4: 0 / 34 / 0.0179 / 0.0059
met5: - / 0 / 0 / 0
[per-stage QoR]
stage	std cells	worst slack, ps	utilization	total power, W
after CTS	470	2130	0.464	0.000818
final	470	2190	0.464	0.000806
after global routing	470	1980	0.464	0.000837
after floorplan	350	2300	-	0.000409
after detailed placement	454	2140	0.437	0.000411
after global placement	454	2160	0.437	0.000411
[state kept, by name, summed over array words and instances (netlist names)]
register	count
Clock_out	1
count2	28
Cnt	4
Clock_100	1
seg	7
count1	28
[worst register-to-register path: cells and delay by family (launching register included)]
| family | cells | cell delay, ps |
|---|---|---|
| adder cells (fa/ha/maj) | 1 | 140 |
| XOR/XNOR | 1 | 140 |
| buffers and inverters | 2 | 340 |
| AND/OR/NAND/NOR | 3 | 930 |
| flip-flops | 1 | 420 |
[logic make-up (layout without fill, tap and decap cells)]
| family | after synthesis | count (layout) | synth area share |
|---|---|---|---|
| AND-OR/OR-AND | 27 | 27 | 0.0473 |
| XOR/XNOR | 49 | 49 | 0.126 |
| adder cells (fa/ha/maj) | 11 | 11 | 0.0403 |
| buffers and inverters | 30 | 45 | 0.0414 |
| flip-flops | 62 | 62 | 0.454 |
| latches | 7 | 7 | 0.0308 |
| multiplexers | 2 | 2 | 0.00623 |
| other | 1 | 6 | 0.00110 |
| AND/OR/NAND/NOR | 156 | 156 | 0.253 |
[worst paths after layout]
check | start | endpoint | cells after the start
max | reset | Anode[1] | 4
min | count1[27] | count1[27] | 1
max reg2reg | count2[0] | Clock_100 | 7
min reg2reg | count1[27] | count1[27] | 1
max in group asynchronous | reset | count1[2] | 3
min in group asynchronous | reset | count2[14] | 2
[report_power, final]
part	internal, W	switching, W	leakage [nW]
registers	0.000392	0	0.902
clock network	0.000237	0.000166	0.106
logic	0.00000182	0.00000859	0.731
total	0.000631	0.000175	1.74
[layout make-up]
| class | instances | area share |
|---|---|---|
| well taps | 105 | 0.0343 |
| inverters | 15 | 0.0147 |
| flip-flops and latches | 69 | 0.432 |
| repair buffers | 14 | 0.0339 |
| clock buffers | 9 | 0.0323 |
| clock inverters | 7 | 0.0264 |
| multi-input cells | 251 | 0.426 |
Power is estimated from default activity; no workload was simulated.
